==> ./config.mk <==
export PLATFORM = sky130hd
export DESIGN_NAME = regs
export DESIGN_NICKNAME = regs
export VERILOG_FILES = /design/flow/design.v
export SDC_FILE = /design/flow/constraint.sdc
export NUM_CORES = 4
export LEC_CHECK = 1
export CORE_UTILIZATION = 50
==> ./constraint.sdc <==
current_design regs

set clk_period 5.4
set clk_io_pct 0.2

create_clock -name clk0 -period $clk_period [get_ports {clk}]

set non_clock_inputs [all_inputs -no_clocks]
set_input_delay [expr $clk_period * $clk_io_pct] -clock clk0 $non_clock_inputs
set_output_delay [expr $clk_period * $clk_io_pct] -clock clk0 [all_outputs]
==> ./design.v <==
module regs (
    input clk,
    input rst_n,
    input        read,
    input        write,
    input [5:0]  addr,
    output [7:0] data_read,
    input  [7:0] data_write,
    input  [15:0] counter_val,
    output [15:0] period,
    output        en,
    output        count_reset,
    output        upnotdown,
    output [7:0]  prescale,
    output        pwm_en,
    output [7:0]  functions,
    output [15:0] compare1,
    output [15:0] compare2
);
reg [15:0] r_period;
reg        r_en;
reg [15:0] r_compare1;
reg [15:0] r_compare2;
reg [7:0]  r_prescale;
reg        r_upnotdown;
reg        r_pwm_en;
reg [7:0]  r_functions;
reg [1:0]  r_count_reset_sh;
reg        r_count_reset;
reg [7:0] r_data_read;
assign period      = r_period;
assign en          = r_en;
assign count_reset = r_count_reset;
assign upnotdown   = r_upnotdown;
assign prescale    = r_prescale;
assign pwm_en      = r_pwm_en;
assign functions   = r_functions;
assign compare1    = r_compare1;
assign compare2    = r_compare2;
assign data_read   = r_data_read;
localparam ADDR_PERIOD_L       = 6'h00;
localparam ADDR_PERIOD_H       = 6'h01;
localparam ADDR_COUNTER_EN     = 6'h02;
localparam ADDR_COMPARE1_L     = 6'h03;
localparam ADDR_COMPARE1_H     = 6'h04;
localparam ADDR_COMPARE2_L     = 6'h05;
localparam ADDR_COMPARE2_H     = 6'h06;
localparam ADDR_COUNTER_RESET  = 6'h07;
localparam ADDR_COUNTER_VAL_L  = 6'h08;
localparam ADDR_COUNTER_VAL_H  = 6'h09;
localparam ADDR_PRESCALE       = 6'h0A;
localparam ADDR_UPNOTDOWN      = 6'h0B;
localparam ADDR_PWM_EN         = 6'h0C;
localparam ADDR_FUNCTIONS      = 6'h0D;
always @(posedge clk or negedge rst_n) begin
    if (!rst_n) begin
        r_period         <= 16'h0000;
        r_en             <= 1'b0;
        r_upnotdown      <= 1'b0;        
        r_prescale       <= 8'h00;       
        r_pwm_en         <= 1'b0;
        r_functions      <= 8'h00;
        r_compare1       <= 16'h0000;
        r_compare2       <= 16'h0000;
        r_count_reset_sh <= 2'b00;
        r_count_reset    <= 1'b0;
    end else begin
        if (r_count_reset_sh != 2'b00) begin
            r_count_reset_sh <= r_count_reset_sh - 2'b01;
        end
        r_count_reset <= (r_count_reset_sh != 2'b00);
        if (write) begin
            case (addr)
                ADDR_PERIOD_L:      r_period[7:0]   <= data_write;
                ADDR_PERIOD_H:      r_period[15:8]  <= data_write;
                ADDR_COUNTER_EN:    r_en            <= data_write[0];
                ADDR_COMPARE1_L:    r_compare1[7:0]  <= data_write;
                ADDR_COMPARE1_H:    r_compare1[15:8] <= data_write;
                ADDR_COMPARE2_L:    r_compare2[7:0]  <= data_write;
                ADDR_COMPARE2_H:    r_compare2[15:8] <= data_write;
                ADDR_COUNTER_RESET: r_count_reset_sh <= 2'b11;    
                ADDR_PRESCALE:      r_prescale      <= data_write;
                ADDR_UPNOTDOWN:     r_upnotdown     <= data_write[0];
                ADDR_PWM_EN:        r_pwm_en        <= data_write[0];
                ADDR_FUNCTIONS:     r_functions[1:0] <= data_write[1:0];
                default: ;  
            endcase
        end
    end
end
always @(*) begin
    if (read) begin
        case (addr)
            ADDR_PERIOD_L:      r_data_read = r_period[7:0];
            ADDR_PERIOD_H:      r_data_read = r_period[15:8];
            ADDR_COUNTER_EN:    r_data_read = {7'b0, en};
            ADDR_COMPARE1_L:    r_data_read = r_compare1[7:0];
            ADDR_COMPARE1_H:    r_data_read = r_compare1[15:8];
            ADDR_COMPARE2_L:    r_data_read = r_compare2[7:0];
            ADDR_COMPARE2_H:    r_data_read = r_compare2[15:8];
            ADDR_COUNTER_RESET: r_data_read = 8'h00;  
            ADDR_COUNTER_VAL_L: r_data_read = counter_val[7:0];
            ADDR_COUNTER_VAL_H: r_data_read = counter_val[15:8];
            ADDR_PRESCALE:      r_data_read = r_prescale;
            ADDR_UPNOTDOWN:     r_data_read = {7'b0, r_upnotdown};
            ADDR_PWM_EN:        r_data_read = {7'b0, r_pwm_en};
            ADDR_FUNCTIONS:     r_data_read = r_functions;
            default:            r_data_read = 8'h00;
        endcase
    end else begin
        r_data_read = 8'h00;
    end
end
endmodule
==> ./run.sh <==
#!/bin/bash
# OpenROAD 26Q1-2900-gdf79404cd8, Yosys 0.63+post, stock flow scripts
make -C /OpenROAD-flow-scripts/flow DESIGN_CONFIG=/design/flow/config.mk WORK_HOME=/design/flow/orfs finish
==> tab_implementation.tex <==
% Generated from flow reports
\begin{tabular}{lr}
\hline
Metric & Value \\
\hline
\multicolumn{2}{l}{\textbf{Cells and area}} \\
\quad Fill cell count & 449 \\
\quad Finished layout cell area & 4700 um\^{}2 \\
\quad Layout cell share with drive strength beyond 1 & 17.9\% \\
\quad Layout Area Growth over Synthesis & 37.3\% \\
\multicolumn{2}{l}{\textbf{Clock tree}} \\
\quad CTS Buf Count & 9 \\
\quad Insertion delay of the later-clocked pin in the worst-skew pair & 340 ps \\
\quad Number of H-tree levels & 3 \\
\quad Number of sinks handled by clock tree synthesis & 64 \\
\quad CTS clock-pin slew for the worst setup and hold paths & 70 ps \\
\quad Clock buffer depth & 2 \\
\quad Hold buffers post-CTS & 0 \\
\quad Resize count post-CTS & 0 \\
\quad Root buffer selected by CTS & sky130\_fd\_sc\_hd\_\_clkbuf\_8 \\
\quad Post-CTS Setup Repair Bufs & 0 \\
\quad CTS tree & done \\
\multicolumn{2}{l}{\textbf{Critical path}} \\
\quad WP data required & 4320 ps \\
\quad Crit-path max FO & 9 \\
\quad Data arrival time at the worst-slack endpoint & 3700 ps \\
\quad Crit-path leading delay family & buffers and inverters \\
\quad Max stage delay on crit path & 620 ps \\
\quad Category of the most critical setup path & in -> out \\
\quad Critical Path Sink Type & output port \\
\quad Cell chain of the critical path & clkdlybuf4s50\_1 > nor2b\_1 > buf\_4 > and2\_1 > a221oi\_1 > a31oi\_1 > clkdlybuf4s50\_1 \\
\quad Buffer-and-inverter tally for the worst setup path & 3 \\
\quad Critical-path top delay cell & sky130\_fd\_sc\_hd\_\_clkdlybuf4s50\_1 \\
\quad Critical Path Start Type & primary input \\
\quad Cell mode on critical path & sky130\_fd\_sc\_hd\_\_clkdlybuf4s50\_1 \\
\multicolumn{2}{l}{\textbf{Floorplanning}} \\
\quad Height of the die & 84.7 um \\
\quad Top-Level Pins & 110 \\
\quad Core Density at Floorplan & 52.7\% \\
\quad Area of the die & 7180 um\^{}2 \\
\quad \# rows & 29 \\
\quad Floorplan die width & 84.7 um \\
\quad Std-Cell Core Area & 6490 um\^{}2 \\
\multicolumn{2}{l}{\textbf{Synth}} \\
\quad Post-synth regs & 64 \\
\quad Post-Synth XOR/XNOR Area & 0\% \\
\quad Cell total in the yosys stat output & 257 \\
\quad Number of distinct library cells after synthesis & 49 \\
\quad Top\_reg\_cell synth & sky130\_fd\_sc\_hd\_\_dfrtp\_1 \\
\quad Summed instance area of the synthesized netlist & 3420 um\^{}2 \\
\quad Mux area share & 27.2\% \\
\quad Async SR Flop Fraction & 100\% \\
\quad Seq share, synth & 46.8\% \\
\quad Number of flops mapped to enable cells by yosys & 0 \\
\quad Complex Gates by Area & 9.03\% \\
\quad YS warnings & 1 \\
\quad Main logic family after synthesis & multiplexers \\
\quad Fraction of the mapped netlist area in simple logic gates & 12.2\% \\
\quad Number of instances in the synthesized netlist & 257 \\
\quad Total cell area reported by yosys after synthesis & 3420 um\^{}2 \\
\quad Synthesized area divided by synthesized cell count & 13.3 um\^{}2 \\
\quad Post-synthesis share of cell area spent on full adders, half adders and majority gates & 0\% \\
\multicolumn{2}{l}{\textbf{Place}} \\
\quad Port bufs & 103 \\
\quad Post-DP HPWL & 6450 um \\
\quad Post-place instance area & 4480 um\^{}2 \\
\quad Gp weighted congestion & 0.931 \\
\multicolumn{2}{l}{\textbf{Final timing}} \\
\quad Worst Hold Margin & 486 ps \\
\quad Achievable frequency & 0.209 GHz \\
\quad Transition time at the pin with the least slew margin & 621 ps \\
\quad TNS Setup & 0 ps \\
\quad RSZ-0062 raised after global routing & no \\
\quad Tightest slew margin relative to the limit & 58.6\% \\
\quad Final Hold Fails & 0 \\
\quad Crit path time final & 4780 ps \\
\quad Count of final max-slew check failures & 0 \\
\quad Crit share post-route & 88.5\% \\
\quad Final-report setup violation count & 0 \\
\quad Max Clock Skew & 0.0369 ps \\
\multicolumn{2}{l}{\textbf{Detailed routing}} \\
\quad Post-detailed-route wirelength per cell & 20.5 um \\
\quad Post-detailed-route DRC marker count & 0 \\
\quad Number of antenna repair diodes & 0 \\
\quad First-pass detailed-route iteration total & 17 \\
\quad Total detailed-routing wirelength & 9160 um \\
\quad Detail Route Antenna Nets & 0 \\
\quad DRT iter0 DRCs & 188 \\
\quad Number of vias per cell after detailed routing & 5.77 \\
\quad Via count & 2574 \\
\multicolumn{2}{l}{\textbf{Global routing}} \\
\quad Wire length of the first global-routing pass & 14600 um \\
\quad Number of antenna violations at the first check in global routing & 0 \\
\quad Final global-route overflow total & 0 \\
\quad Via count of the first global-routing pass & 2493 \\
\quad GR Util All Layers & 27.8\% \\
\quad Maximum number of pins on one net before global-route repair & 38 \\
\multicolumn{2}{l}{\textbf{Run}} \\
\quad Max-Cap Viols & 0 \\
\quad Warning total across the stage logs & 26 \\
\multicolumn{2}{l}{\textbf{Run status}} \\
\quad Status & finished, final reports clean \\
\multicolumn{2}{l}{\textbf{Pwr}} \\
\quad Ratio of total power to cell area & 277 nW/um\^{}2 \\
\quad IR Drop Worst-Case VDD & 0.244 mV \\
\quad Static leakage & 2.13 nW \\
\multicolumn{2}{l}{\textbf{Min path}} \\
\quad Path type of the worst min-delay path & reg -> reg \\
\hline
\end{tabular}
Yosys cell counts (5+ instances only):
master | count | area (um^2)
sky130_fd_sc_hd__mux2_1 | 35 | 394
sky130_fd_sc_hd__and3_1 | 9 | 56.3
sky130_fd_sc_hd__a31oi_1 | 11 | 68.8
sky130_fd_sc_hd__buf_4 | 8 | 60.1
sky130_fd_sc_hd__buf_2 | 7 | 35.0
sky130_fd_sc_hd__mux2_4 | 24 | 360
sky130_fd_sc_hd__dfrtp_1 | 64 | 1600
sky130_fd_sc_hd__o21ai_0 | 5 | 25.0
sky130_fd_sc_hd__mux2i_1 | 11 | 110
sky130_fd_sc_hd__a22oi_1 | 5 | 37.5
sky130_fd_sc_hd__and2_1 | 7 | 43.8
worst paths after layout:
| kind | start | end | slack [ps] | cells past startpoint |
|---|---|---|---|---|
| max in group asynchronous | rst_n | r_compare2[12] | 3750 | 2 |
| max reg2reg | r_compare1[5] | r_compare1[5] | 4560 | 1 |
| max | addr[2] | data_read[6] | 620 | 7 |
| min in group asynchronous | rst_n | r_compare2[9] | 740 | 1 |
| min | r_count_reset_sh[0] | r_count_reset_sh[0] | 490 | 1 |
| min reg2reg | r_count_reset_sh[0] | r_count_reset_sh[0] | 490 | 1 |
cells in the final DEF (no fill, tap or decap), types with 5 or more instances in the layout:
| master | n |
|---|---|
| sky130_fd_sc_hd__a31oi_1 | 11 |
| sky130_fd_sc_hd__and2_1 | 7 |
| sky130_fd_sc_hd__buf_4 | 8 |
| sky130_fd_sc_hd__clkdlybuf4s50_1 | 102 |
| sky130_fd_sc_hd__o21ai_0 | 5 |
| sky130_fd_sc_hd__and3_1 | 9 |
| sky130_fd_sc_hd__mux2_1 | 35 |
| sky130_fd_sc_hd__a22oi_1 | 5 |
| sky130_fd_sc_hd__dfrtp_1 | 64 |
| sky130_fd_sc_hd__conb_1 | 6 |
| sky130_fd_sc_hd__mux2_4 | 24 |
| sky130_fd_sc_hd__clkbuf_8 | 10 |
| sky130_fd_sc_hd__mux2i_1 | 11 |
final cells by class:
class | instances | area, um^2 | share of cell area, %
clock inverters | 5 | 80.1 | 1.70
flip-flops and latches | 64 | 1600 | 34.1
multi-input cells | 174 | 1680 | 35.7
inverters | 4 | 15.0 | 0.319
clock buffers | 11 | 141 | 3.01
repair buffers | 111 | 1090 | 23.1
well taps | 77 | 96.3 | 2.05
sequential cells by signal (all words and copies together), names as in the netlist:
| name | count |
|---|---|
| r_compare1 | 16 |
| r_compare2 | 16 |
| r_count_reset | 1 |
| r_count_reset_sh | 2 |
| r_en | 1 |
| r_functions | 2 |
| r_period | 16 |
| r_prescale | 8 |
| r_pwm_en | 1 |
| r_upnotdown | 1 |
stage by stage:
stage	setup WS [ps]	instances	power, mW	util (%)
after floorplan	2130	262	0.677	-
after global placement	717	430	0.858	69.0
after detailed placement	690	430	0.860	69.0
after CTS	675	446	1.32	72.4
after global routing	495	446	1.36	72.4
final	621	446	1.30	72.4
layer usage:
metal	routed length, um	global-route usage (%)
met1	4350	47.2
met4	130	2.77
met3	646	6.57
met5	0	0
met2	4040	39.5
cell families after synthesis:
family	count (synthesis)
AND-OR/OR-AND	42
other	1
flip-flops	64
AND/OR/NAND/NOR	51
buffers and inverters	24
multiplexers	75
where the power goes:
part | switching (mW) | internal (mW) | total (mW) | leakage, nW
clock | 0.181 | 0.272 | 0.453 | 0.106
sequential | 0.0519 | 0.540 | 0.592 | 0.853
combinational | 0.0733 | 0.186 | 0.260 | 1.18
No activity file was given, so power comes from the tool's default toggle rates.
