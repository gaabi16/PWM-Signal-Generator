==> flow/run.sh <==
#!/bin/bash
# OpenROAD 26Q1-2900-gdf79404cd8, Yosys 0.63+post, stock flow scripts
make -C /OpenROAD-flow-scripts/flow DESIGN_CONFIG=/design/flow/config.mk WORK_HOME=/design/flow/orfs finish
==> flow/design.v <==
module counter (
    input        clk,
    input        rst_n,
    output [15:0] count_val,
    input  [15:0] period,
    input         en,
    input         count_reset,
    input         upnotdown,
    input  [7:0]  prescale
);
    reg [15:0] r_count_val;
    reg [15:0] r_presc_cnt;
    assign count_val = r_count_val;
    wire [15:0] prescale_target;
    assign prescale_target = 16'h0001 << prescale;
    always @(posedge clk or negedge rst_n) begin
        if (!rst_n) begin
            r_count_val <= 16'h0000;
            r_presc_cnt <= 16'h0000;
        end else begin
            if (count_reset) begin
                r_count_val <= 16'h0000;
                r_presc_cnt <= 16'h0000;
            end else if (!en) begin
                r_presc_cnt <= 16'h0000;
            end else begin
                if (prescale_target <= 16'h0001) begin
                    r_presc_cnt <= 16'h0000;
                    if (upnotdown) begin
                        if (r_count_val >= period)
                           r_count_val <= 16'h0000;
                        else
                            r_count_val <= r_count_val + 16'h0001;
                    end else begin
                        if (r_count_val == 16'h0000)
                            r_count_val <= period;
                        else
                            r_count_val <= r_count_val - 16'h0001;
                    end
                end else begin
                    if (r_presc_cnt >= (prescale_target - 16'h0001)) begin
                        r_presc_cnt <= 16'h0000;
                        if (upnotdown) begin
                            if (r_count_val >= period)
                                r_count_val <= 16'h0000;
                            else
                                r_count_val <= r_count_val + 16'h0001;
                        end else begin
                            if (r_count_val == 16'h0000)
                                r_count_val <= period;
                            else
                                r_count_val <= r_count_val - 16'h0001;
                        end
                    end else begin
                        r_presc_cnt <= r_presc_cnt + 16'h0001;
                    end
                end
            end
        end
    end
endmodule
==> flow/constraint.sdc <==
current_design counter

set clk_period 5.7
set clk_io_pct 0.2

create_clock -name clk0 -period $clk_period [get_ports {clk}]

set non_clock_inputs [all_inputs -no_clocks]
set_input_delay [expr $clk_period * $clk_io_pct] -clock clk0 $non_clock_inputs
set_output_delay [expr $clk_period * $clk_io_pct] -clock clk0 [all_outputs]
==> flow/config.mk <==
export PLATFORM = sky130hd
export DESIGN_NAME = counter
export DESIGN_NICKNAME = counter
export VERILOG_FILES = /design/flow/design.v
export SDC_FILE = /design/flow/constraint.sdc
export NUM_CORES = 4
export LEC_CHECK = 1
export CORE_UTILIZATION = 30
==> results.sh <==
# yosys + openroad results
export IMPL_tns_ns=0
export IMPL_yosys_area_mm2=0.003498
export IMPL_status="finished clean"
export IMPL_final_cell_mix="clkdlybuf4s50_1, nor2_1, nand2_1, ha_1, dfrtp_1"
export IMPL_period_minus_slack_ns=5.317
export IMPL_ant_nets=0
export IMPL_gp_congestion=0.9095
export IMPL_rr_worst_depth=7
export IMPL_path_cells="clkdlybuf4s50_1 -> or4_4 -> inv_2 -> nand2_1 -> nor3_1 -> nand2_1 -> ha_1 -> nor3_1 -> a31oi_1 -> nor2_1 -> a21oi_1 -> ha_1 -> nand4_1 -> a211oi_1 -> a221oi_2 -> o32ai_2 -> buf_12 -> o31ai_1 -> a22o_1"
export IMPL_n_antenna_cell=0
export IMPL_dp_cells=613
export IMPL_drive_gt1_frac=0.05021
export IMPL_grt_pass1_vias=3168
export IMPL_critPathMaxStageDelay_ns=0.56
export IMPL_ys_types=59
export IMPL_hp_class="reg2reg"
export IMPL_clkLatencyLatePin_ns=0.27
export IMPL_die_w_um=110.0
export IMPL_setup_viol=0
export IMPL_power_per_cell_area_mw_per_mm2=389.7
export IMPL_ys_flop_type="dfrtp_1"
export IMPL_portBuffers=44
export IMPL_grt_usage=0.1647
export IMPL_ios=45
export IMPL_timing_rr_start="r_count_val[13]"
export IMPL_first_pass_iters=5
export IMPL_clock_skew_final_ns=0.003564
export IMPL_cp_start_kind="primary input"
export IMPL_synthArstFlopShare=1.000
export IMPL_h_tree_depth=2
export IMPL_clkSlewWorstSetupHoldPaths_ns=0.05
export IMPL_place_detailed_hpwl_mm=6.674
export IMPL_yosysSeqAreaShare=0.2289
export IMPL_tightest_slew_ns=0.9079
export IMPL_drc_errors=0
export IMPL_rows=39
export IMPL_synth_area_per_cell_um2=7.723
export IMPL_min_period_over_period=0.9327
export IMPL_critPathSlowestCell="or4_4"
export IMPL_netlist_instances=453
export IMPL_die_size_y_um=110.0
export IMPL_clockBufferDepth=2
export IMPL_dr_first_iter_drc_count=251
export IMPL_edf_count=0
export IMPL_ys_cells=453
export IMPL_fp_utilization=0.3077
export IMPL_wl_mm=9.258
export IMPL_whs_ns=0.5622
export IMPL_syn_area_mm2=0.003498
export IMPL_yosys_warnings=1
export IMPL_hold_viol_final=0
export IMPL_whs_endpoint="r_presc_cnt[0]"
export IMPL_hold_path_depth=1
export IMPL_slew_headroom=0.3891
export IMPL_rsz0062_at_grt="false"
export IMPL_area_growth_pct=19.85
export IMPL_clockRootBuffer="clkbuf_16"
export IMPL_finalMaxSlewViolations=0
export IMPL_vias=3464
export IMPL_path_max_fanout=20
export IMPL_irDropWorstVdd_uv=231.2
export IMPL_cts_sinks=32
export IMPL_warnings=28
export IMPL_layout_cells_non_filler=621
export IMPL_grt_max_degree=33
export IMPL_overflow=0
export IMPL_postCtsSetupBuffers=0
export IMPL_cts_made_buffers=5
export IMPL_min_from="r_presc_cnt[0]"
export IMPL_ff2ff_setup_slack_ns=2.88
export IMPL_crit_arrival_ns=5.48
export IMPL_wl_per_cell_um=14.91
export IMPL_required_ns=5.86
export IMPL_routed_via_density=5.578
export IMPL_drv_cap=0
export IMPL_antenna_found_initial=0
export IMPL_floorplan_die_area_mm2=0.01210
export IMPL_r2r_end="r_count_val[5]"
export IMPL_lay_top_count="clkdlybuf4s50_1"
export IMPL_fmaxAchievable_ghz=0.1881
export IMPL_synth_ff_latch_count=32
export IMPL_critPathKind="in2reg"
export IMPL_cts_tree="done"
export IMPL_grt_first_pass_wirelength_mm=15.65
export IMPL_leakage_nw=1.808
export IMPL_core_area_mm2=0.01137
export IMPL_crit_path_end_kind="flop"
-- registers in the layout (all words and copies together), names as in the netlist --
name,flops
r_count_val,16
r_presc_cnt,16
-- cell families after synthesis --
| kind of cell | Yosys count | synth area share |
|---|---|---|
| AND-OR/OR-AND | 121 | 0.2357 |
| XOR/XNOR | 24 | 0.06009 |
| adder cells (fa/ha/maj) | 38 | 0.1359 |
| buffers and inverters | 64 | 0.07797 |
| flip-flops | 32 | 0.2289 |
| multiplexers | 4 | 0.01145 |
| AND/OR/NAND/NOR | 170 | 0.2500 |
-- Yosys cell counts, types with 10 or more instances --
cell type	number	area, µm²
a21oi_1	24	120.1
a22o_1	16	140.1
buf_2	10	50.05
clkbuf_1	17	63.81
dfrtp_1	32	800.8
ha_1	38	475.5
inv_1	31	116.4
nand2_1	38	142.6
nand3_1	19	95.09
nor2_1	41	153.9
nor3_1	12	60.06
o21ai_0	30	150.1
xor2_1	15	131.4
-- worst max-delay path by stage --
stage                from        endpoint  slack, ns  cells after the start
CTS           prescale[4]  r_count_val[6]       0.43                     19
global route  prescale[4]  r_count_val[9]       0.02                     19
finish        prescale[4]  r_count_val[9]       0.38                     19
-- critical path: cells and delay by family --
kind                       cells  cell delay [ns]
adders and majority gates      2             0.72
AOI/OAI and AO/OA              7             1.28
buffers and inverters          3             0.72
and+or+nand+nor                7             1.60
-- report_power, final --
| part | total [mW] | internal (mW) | leakage, nW | switching (mW) |
|---|---|---|---|---|
| Sequential | 0.405 | 0.268 | 0.440 | 0.137 |
| Clock | 0.302 | 0.205 | 0.0808 | 0.0968 |
| Combinational | 0.927 | 0.462 | 1.29 | 0.465 |
| Total | 1.63 | 0.935 | 1.81 | 0.699 |
-- per-stage QoR --
stage / area [µm²] / total power [mW] / utilization / setup WS [ns]
6_report: 4193 / 1.634 / 0.3688 / 0.3835
5_1_grt: 4193 / 1.782 / 0.3688 / 0.02218
4_1_cts: 4187 / 1.634 / 0.3682 / 0.4294
3_5_place_dp: 4023 / 1.321 / 0.3538 / 0.1642
3_3_place_gp: 4023 / 1.317 / 0.3538 / 0.2675
2_1_floorplan: 3498 / 1.097 / - / 0.8906
-- per-layer routing --
layer / vias up / wire (µm) / GRT usage
met5: - / 0 / 0
met1: 1604 / 4463 / 0.2523
met3: 16 / 535 / 0.02097
li1: 1722 / - / -
met2: 122 / 4063 / 0.2500
met4: 0 / 195 / 0.03524
-- timing repair --
action	in CTS	in global routing
hold buffers	0	0
endpoints found under the setup margin	0	27
resized	0	1
-- cell type report --
cell class	instances	area [µm²]
flip-flops and latches	32	800.8
well taps	143	178.9
clock inverters	2	35.03
multi-input cells	357	2439
clock buffers	6	128.9
repair buffers	49	490.5
inverters	32	120.1
fillers	1165	7177
Power figures rest on the tool's default switching activity, not on a simulated workload.
