==> design/flow/design.v <==
module spi_bridge (
    input clk,
    input rst_n,
    input sclk,
    input cs_n,
    input mosi,
    output miso,
    output byte_sync,
    output[7:0] data_in,
    input[7:0] data_out
);
reg [1:0] sclk_sync, cs_sync;
always @(posedge clk or negedge rst_n) begin
    if (!rst_n) begin
        sclk_sync <= 2'b00;
        cs_sync <= 2'b11;
    end else begin
        sclk_sync <= {sclk_sync[0], sclk};
        cs_sync <= {cs_sync[0], cs_n};
    end
end
wire sclk_rising = (sclk_sync == 2'b01);
wire sclk_falling = (sclk_sync == 2'b10);
wire cs_active = ~cs_sync[1];
reg [2:0] byte_cnt;
reg [7:0] shift_in, shift_out;
reg miso_reg;
assign miso = miso_reg;
assign data_in = shift_in;
always @(posedge clk or negedge rst_n) begin
    if(!rst_n) begin
        byte_cnt <= 3'd0;
        shift_in <= 8'd0;
        shift_out <= 8'd0;
        miso_reg <= 1'b0;
    end else begin
        if (!cs_active) begin
            byte_cnt <= 3'd0;
            shift_out <= data_out;
            miso_reg <= data_out[7];
        end else begin
            if(sclk_rising) begin
                shift_in <= {shift_in[6:0], mosi};
                byte_cnt <= byte_cnt + 1;    
            end
            if(sclk_falling) begin
                shift_out <= {shift_out[6:0], 1'b0};
                miso_reg <= shift_out[6];
            end
            if (sclk_rising && (byte_cnt == 3'd7)) begin
                shift_out <= data_out;   
                miso_reg  <= data_out[7];
            end
        end
    end
end
reg byte_sync_reg;
assign byte_sync = byte_sync_reg;
always @(posedge clk or negedge rst_n) begin
    if (!rst_n)
        byte_sync_reg <= 1'b0;
    else
        byte_sync_reg <= cs_active && sclk_rising && (byte_cnt == 3'd7);
end
endmodule
==> design/flow/run.sh <==
#!/bin/bash
# OpenROAD 26Q1-2900-gdf79404cd8, Yosys 0.63+post, stock flow scripts
make -C /OpenROAD-flow-scripts/flow DESIGN_CONFIG=/design/flow/config.mk WORK_HOME=/design/flow/orfs finish
==> design/flow/config.mk <==
export PLATFORM = sky130hd
export DESIGN_NAME = spi_bridge
export DESIGN_NICKNAME = spi_bridge
export VERILOG_FILES = /design/flow/design.v
export SDC_FILE = /design/flow/constraint.sdc
export NUM_CORES = 4
export LEC_CHECK = 1
export CORE_AREA = 10 10 86 86
export DIE_AREA = 0 0 96 96
==> design/flow/constraint.sdc <==
current_design spi_bridge

set clk_period 2.1
set clk_io_pct 0.2

create_clock -name clk0 -period $clk_period [get_ports {clk}]

set non_clock_inputs [all_inputs -no_clocks]
set_input_delay [expr $clk_period * $clk_io_pct] -clock clk0 $non_clock_inputs
set_output_delay [expr $clk_period * $clk_io_pct] -clock clk0 [all_outputs]
==> impl_metrics.csv <==
group,metric,value,unit
die,die_area,9220,sq um
placement,dp_hpwl,1450,um
drt,drcViolationCount,0,
layout,largest_reg_flops,8,
global_routing,grt-busiest-layer,"met2",
sta,setup_tns,0,ns
synthesis,top_cell_area_share,51.7,%
layout,top_register,"shift_in",
worst_setup_path,rr_worst_depth,4,
drt,vias,578,
worst_setup_path,slowest_delay,0.41,ns
clocking,cts_tree,"yes",
die,die_h,96,um
sta,relSlewSlack,71.7,%
hold_path,hold_path_class,"register to register",
synthesis,synthMuxAreaShare,31.0,%
worst_setup_path,regToRegSetupSlack,0.41,ns
drt,avgRoutedWirePerCell,11.4,um
sta,hold_ws,0.360,ns
placement,dp.cells,158,
synthesis,ys_sh_simple,4.94,%
die,rows,27,
layout,largestRegisters,"shift_in x8, shift_out x7, byte_cnt x3",
layout,instances_no_fill,162,
placement,gp_congestion,0.677,
global_routing,grt_max_degree,25,
die,die_w,96,um
worst_setup_path,worstSetupStartpoint,"byte_cnt[0]",
worst_setup_path,crit_path_end_kind,"register",
synthesis,yosys_warnings,1,
drt,drtPass1Iterations,2,
global_routing,grt_pass1_wl,3020,um
flow_run,max_cap_violations,0,
drt,drt-initial-drc-count,15,
worst_setup_path,arrival,1.83,ns
clocking,clock_sinks,24,
power,power.net_switching,260,uW
power,p_seq_share,46.9,%
hold_path,hold_path_end,"cs_sync[1]",
global_routing,met3_usage,2.28,%
synthesis,ys_sh_aoi,2.00,%
synthesis,yosysChipArea,1060,sq um
clocking,clock_latency,0.26,ns
worst_setup_path,criticalPathCategory,"register to register",
layout,mostFrequentLayoutCells,"dfrtp_1 (22), clkdlybuf4s50_1 (22), mux2_4 (14)",
hold_path,holdPathStages,0,
global_routing,grt_pass1_vias,646,
worst_setup_path,crit_chain,"ha_1, ha_1, a31oi_4, mux2_4",
run_status,outcome,"finished, final reports clean",
sta,rsz0062_at_grt,"false",
synthesis,yosysTopAreaCell,"dfrtp_1",
placement,portBuffers,22,
synthesis,fa_ha_area_share,2.35,%
synthesis,netlist_instances,65,
global_routing,met1_usage,4.95,%
worst_setup_path,cp_num_buf_inv,0,
clocking,numCtsBuffers,3,
power,pwr-share-clk,30.1,%
sta,fmaxAchievable,593,MHz
die,core-area,5540,sq um
power,p_leak,0.000656,uW
global_routing,grt.total_usage,4.06,%
drt,avgViaCountPerCell,3.57,
worst_setup_path,critical_path_required,2.24,ns
power,power_density,907,nW/um^2
global_routing,grtUsageMet2,6.45,%
layout,area_growth,35.0,%
sta,finClkSkew,0.00938,ns
worst_setup_path,crit-reg2reg-launch,"byte_cnt[0]",
die,pin_count,23,
drt,wl,1840,um
die,fp-utilization,19.2,%
synthesis,topCombFamilyByArea,"multiplexers",
clocking,clk_pin_slew_worst_paths,0.09,ns
worst_setup_path,crit_fanout,8,
layout,fillers,584,
power,ir_drop,0.428,mV
sta,post-route-min-period,1.69,ns
global_routing,gr-total-overflow,0,
worst_setup_path,r2r-end,"shift_out[6]",
sta,hold_viol_final,0,
sta,drv_slew,0,
synthesis,area_leaders,"dfrtp_1 (52%), mux2_4 (20%), mux2_2 (8.5%)",
synthesis,avgSynthCellArea,16.4,sq um
drt,antenna_cells,0,
hold_path,min_from,"cs_sync[0]",
sta,setup_viol,0,
power,netSwitchingFraction,19.9,%
clocking,post-cts-setup-buffer-count,0,
clocking,cts_root_buf,"clkbuf_8",
flow_run,warnings,25,
synthesis,ys_seq_share,56.6,%
worst_setup_path,crit_slowest_cell,"a31oi_4",
clocking,postCtsHoldBufs,0,
clocking,htreeDepth,1,
worst_setup_path,start_kind,"register",
synthesis,xor_share,0.823,%
synthesis,ys_cells,65,
worst_setup_path,worst_path_most_repeated_cell,"ha_1",
synthesis,ys_ff,24,
worst_setup_path,cp.depth,4,
drt,antenna_left,0,
synthesis,synthDistinctLibCells,17,
sta,worstMarginPinSlew,0.425,ns
clocking,clockBufferDepth,2,
power,combPwrFrac,23.0,%
power,power.total,1300,uW
clocking,cts_resized,0,
power,internal_power,1040,uW
worst_setup_path,crit_family,"adder cells",
global_routing,antenna_found_initial,0,
layout,layout-drive-gt1-share,35.6,%
sta,finalCritPeriodShare,80.3,%
synthesis,syn-cell-area,1060,sq um
worst max path at each step:
| stage | endpoint | slack (ns) |
|---|---|---|
| 6_report | shift_out[6] | 0.41 |
| 5_1_grt | shift_out[3] | 0.35 |
| 4_1_cts | shift_out[6] | 0.40 |
kinds of logic (layout without fill, tap and decap cells):
kind of cell             after synthesis  after routing
AND/OR/NAND/NOR                        8              8
AND-OR/OR-AND                          1              1
XOR/XNOR                               1              1
multiplexers                          25             25
adder cells (fa/ha/maj)                2              2
buffers and inverters                  4             29
flip-flops                            24             24
layout make-up:
class	instances	area (sq um)	area share [%]
Timing Repair Buffer	23	228	15.8
Clock buffer	3	41.3	2.87
Inverter	2	7.51	0.522
Clock inverter	1	30.0	2.09
Sequential cell	24	603	41.9
Multi-Input combinational cell	37	438	30.5
Tap cell	72	90.1	6.27
power by group through the flow:
stage / sequential, uW / combinational, uW / clock [uW]
final: 611 / 300 / 392
after global routing: 625 / 330 / 434
after CTS: 614 / 311 / 406
synthesized netlist by cell type (all sizes together):
library cell  instances
inv                   2
nor2                  4
dfstp                 2
buf                   1
mux2i                 3
mux2                 22
a31oi                 1
nand2b                2
ha                    2
xor2                  1
nand2                 1
clkbuf                1
dfrtp                22
and2                  1
routing by layer:
layer | share of wire [%] | vias up
met5 | 0 | -
met4 | 0 | 0
met3 | 9.2 | 0
met2 | 48 | 16
met1 | 43 | 287
li1 | - | 275
metrics by stage:
step | utilization [%] | instance area (sq um) | worst slack, ns
after floorplan | - | 1060 | 0.518
after CTS | 25.9 | 1440 | 0.398
final | 25.9 | 1440 | 0.414
after global routing | 25.9 | 1440 | 0.349
after global placement | 24.7 | 1370 | 0.463
after detailed placement | 24.7 | 1370 | 0.432
Power figures rest on the tool's default switching activity, not on a simulated workload.
